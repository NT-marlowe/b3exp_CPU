`flow/config.mk`:
```
export PLATFORM = sky130hd
export DESIGN_NAME = mux_4in
export DESIGN_NICKNAME = mux_4in
export VERILOG_FILES = /design/flow/design.v
export SDC_FILE = /design/flow/constraint.sdc
export NUM_CORES = 4
export LEC_CHECK = 1
export CORE_AREA = 10 10 120 120
export DIE_AREA = 0 0 130 130
```
`flow/constraint.sdc`:
```
current_design mux_4in

set clk_period 7.6
set clk_io_pct 0.2

create_clock -name clk0 -period $clk_period

set non_clock_inputs [all_inputs -no_clocks]
set_input_delay [expr $clk_period * $clk_io_pct] -clock clk0 $non_clock_inputs
set_output_delay [expr $clk_period * $clk_io_pct] -clock clk0 [all_outputs]
```
`flow/design.v`:
```
module  mux_4in (
    input [31:0] rs1_data, rs2_data, imm, pc, 
    input [6:0] opcode,
    input [1:0] op1_type, op2_type,
    output [31:0] npc_op1, npc_op2,
    output [31:0] alu_op1, alu_op2
);
    function [31:0] npc_op1_func;
        input [6:0] opcode;
        input [31:0] imm;
        case (opcode) 
            7'b0110111, 7'b0010111, 7'b0000011, 7'b0100011, 7'b0010011, 7'b0110011 : npc_op1_func = 32'd4;
            7'b1101111, 7'b1100111 : npc_op1_func = imm; 
            7'b1100011 : npc_op1_func = imm;
            default : npc_op1_func = 32'd4;
        endcase
    endfunction
    function [31:0] npc_op2_func;
        input [6:0] opcode;
        input [31:0] rs2_data, pc;
        case (opcode) 
            7'b0110111, 7'b0010111, 7'b1100011, 7'b0000011, 7'b0100011, 7'b0010011, 7'b0110011 : npc_op2_func = pc;
            7'b1101111 : npc_op2_func = pc;
            7'b1100111 : npc_op2_func = rs1_data;
            default : npc_op2_func = pc;
        endcase
    endfunction
    function [31:0] alu_op1_func;
        input [1:0] op1_type;
        input [31:0] rs1_data, imm, pc;
        case (op1_type) 
            2'd0 : alu_op1_func = 32'd0;
            2'd1 : alu_op1_func = rs1_data;
            2'd2 : alu_op1_func = imm;
            2'd3 : alu_op1_func = pc;
            default : alu_op1_func = 32'd0;
        endcase
    endfunction
    function [31:0] alu_op2_func;
        input [1:0] op2_type;
        input [31:0] rs2_data, imm, pc;
        case (op2_type) 
            2'd0 : alu_op2_func = 32'd0;
            2'd1 : alu_op2_func= rs2_data;
            2'd2 : alu_op2_func = imm;
            2'd3 : alu_op2_func = pc;
            default : alu_op2_func = 32'd0;
        endcase
    endfunction
    assign npc_op1 = npc_op1_func(opcode, imm);
    assign npc_op2 = npc_op2_func(opcode, rs1_data, pc);
    assign alu_op1 = alu_op1_func(op1_type, rs1_data, imm, pc);
    assign alu_op2 = alu_op2_func(op2_type, rs2_data, imm, pc);
endmodule
```
`flow/run.sh`:
```
#!/bin/bash
# OpenROAD 26Q1-2900-gdf79404cd8, Yosys 0.63+post, stock flow scripts
make -C /OpenROAD-flow-scripts/flow DESIGN_CONFIG=/design/flow/config.mk WORK_HOME=/design/flow/orfs finish
```
==> impl_metrics.csv <==
group,metric,value,unit
placed_design,gp_routability_congestion,0.843,
clocking,post_cts_resize_count,0,
floorplanning,core_region_area,11900,um2
setup_path,critPathKind,"in2out",
routing,drtAntennaViolNets,0,
sta,maxSlewViolCount,0,
power_and_ir_drop,power.ir.vdd_worst,0.0333,mV
final_layout,clock_buffers,0,
sta,worst_pin_slew,834,ps
hold_path,worst_hold_path_type,"in2out",
setup_path,critical_path.endpoint_type,"output port",
global_routing,maximum_number_of_pins_on_one_net_before_global_route_repair,34,
global_routing,grt.total_usage,15.1,%
synthesis,netlist_instances,229,
job,warning_count,32,
floorplanning,die-width,130,um
power_and_ir_drop,static-leakage-power,1.83,nW
synthesis,synthDominantCellAreaShare,51.3,%
job,max-cap-violations,0,
setup_path,crit_fanout,17,
synthesis,fa_ha_area_share,0,%
setup_path,wp_data_arrival,3790,ps
synthesis,xor_area_share,0,%
power_and_ir_drop,power.density,52.7,nW/um2
synthesis,ys_area,2060,um2
placed_design,hpwl_after_dpl,10900,um
routing,remaining_design_rule_violation_count,0,
final_layout,final_layout_size_suffix_gt1_share,23.3,%
final_layout,layout.area.seq,0,um2
floorplanning,chipHeight,130,um
synthesis,ys_top_cells_by_area,"sky130_fd_sc_hd__mux2_2, sky130_fd_sc_hd__a22o_1, sky130_fd_sc_hd__and2_1",
routing,drt_first_iter_violations,102,
sta,slew-limit-headroom,44.4,%
routing,vias_per_cell,4.72,
synthesis,mappedNetlistArea,2060,um2
synthesis,netlist_logic_family_top,"multiplexers",
floorplanning,core_util_floorplan,17.3,%
synthesis,synth.yosys.num_cells,229,
routing,drt_pre_antenna_iters,4,
synthesis,distinct_cells_synth,14,
final_layout,top_cells_excl_fill_tap,"sky130_fd_sc_hd__clkdlybuf4s50_1, sky130_fd_sc_hd__mux2_2, sky130_fd_sc_hd__a22o_1",
synthesis,synth_area_per_cell,9.00,um2
floorplanning,die_area,16900,um2
setup_path,worstSetupStartpointType,"primary input",
final_layout,post-route-util,40.6,%
final_layout,syn_to_final_growth,134,%
synthesis,synthDominantAreaCellType,"sky130_fd_sc_hd__mux2_2",
final_layout,num-fill-cells,1183,
sta,max_freq,0.188,GHz
setup_path,cp_data_required_time,6080,ps
final_layout,n_sequential_cell,0,
synthesis,yosysWarningCount,1,
sta,min_period,5310,ps
final_layout,comb_area,1940,um2
synthesis,compound_area_share,27.5,%
routing,num_vias,2931,
final_layout,finalInstanceArea,4830,um2
sta,rsz0062_at_grt,"no",
sta,finalClockPeriodUsage,69.8,%
floorplanning,floorplan.io_pins,267,
sta,finalSetupViolCount,0,
synthesis,synth-seq-area-share,0,%
floorplanning,fp-row-count,40,
global_routing,grt.overflow.total,0,
clocking,cts_hold_repair.buffers,0,
sta,hold_violations,0,
final_layout,final_common_cell,"sky130_fd_sc_hd__clkdlybuf4s50_1",
sta,fin_tns_setup,0,ps
placed_design,dpl-instance-area,4830,um2
routing,totalWireLength,13900,um
synthesis,synth.area.mux_share,52.4,%
status,status,"completed",
synthesis,post_synth_and_or_nand_nor_area_fraction,12.6,%
global_routing,grt_pass1_wl,19700,um
global_routing,antenna_found_initial,0,
sta,timing.hold.ws,4030,ps
routing,post_drt_wl_per_cell,22.4,um
placed_design,place.port_buffers,267,
clocking,postCtsSetupBuffers,0,
global_routing,via_count_of_the_first_global_routing_pass,3178,
## cells in the mapped netlist (all sizes together)
cell type   n
nor2b       2
clkbuf     15
and2       31
a22o       64
a211oi      1
nand3b      1
inv         1
nor4        1
buf        15
or2b        1
nand2       1
mux2       96
## path summary, 6_finish.rpt
check	startpoint	end	slack [ps]	depth (start not counted)
worst min-delay path	imm[15]	npc_op1[15]	4030	3
worst max-delay path	opcode[0]	npc_op1[21]	2290	6
## through the flow
| stage | setup WS (ps) | total power, mW | cells |
|---|---|---|---|
| 6_report | 2290 | 0.254 | 621 |
| 5_1_grt | 2150 | 0.273 | 620 |
| 4_1_cts | 2220 | 0.258 | 620 |
| 3_5_place_dp | 2220 | 0.256 | 620 |
| 3_3_place_gp | 2350 | 0.257 | 620 |
| 2_1_floorplan | 3550 | 0.0745 | 229 |
## critical path: stages
cell	delay, ps
sky130_fd_sc_hd__clkdlybuf4s50_1	500
sky130_fd_sc_hd__nand3b_4	110
sky130_fd_sc_hd__a211oi_4	660
sky130_fd_sc_hd__buf_4	350
sky130_fd_sc_hd__and2_1	160
sky130_fd_sc_hd__clkdlybuf4s50_1	460
## power by group
part	switching, mW	internal (mW)	leakage [nW]
logic	0.0742	0.180	1.83
clock network	0	0.0000000177	0.00000634
registers	0	0	0
total	0.0742	0.180	1.83
## kinds of logic (layout without fill, tap and decap cells)
group / count (synthesis) / after routing
buffers and inverters: 31 / 275
muxes: 96 / 96
AOI/OAI and AO/OA: 65 / 65
and+or+nand+nor: 37 / 37
other: 0 / 1
## per-layer routing
metal	wire (um)	vias up	GRT usage (%)
met4	112	0	1.79
met1	5380	1393	17.4
met3	1240	8	4.49
met2	7150	141	27.5
met5	0	-	0
li1	-	1389	-
## cell type report
| type | instances | share of cell area (%) |
|---|---|---|
| tap | 147 | 3.81 |
| inverter | 1 | 0.0777 |
| antenna | 1 | 0.0518 |
| timing repair buffer | 274 | 56.0 |
| multi-input combinational | 198 | 40.1 |
Power and IR drop assume default switching activity.

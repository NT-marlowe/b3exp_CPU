--- /design/flow/run.sh ---
#!/bin/bash
# OpenROAD 26Q1-2900-gdf79404cd8, Yosys 0.63+post, stock flow scripts
make -C /OpenROAD-flow-scripts/flow DESIGN_CONFIG=/design/flow/config.mk WORK_HOME=/design/flow/orfs finish
--- /design/flow/config.mk ---
export PLATFORM = sky130hd
export DESIGN_NAME = register_file
export DESIGN_NICKNAME = register_file
export VERILOG_FILES = /design/flow/design.v
export SDC_FILE = /design/flow/constraint.sdc
export NUM_CORES = 4
export LEC_CHECK = 1
export CORE_UTILIZATION = 30
--- /design/flow/constraint.sdc ---
current_design register_file

set clk_period 6.0
set clk_io_pct 0.2

create_clock -name clk0 -period $clk_period [get_ports {clk}]

set non_clock_inputs [all_inputs -no_clocks]
set_input_delay [expr $clk_period * $clk_io_pct] -clock clk0 $non_clock_inputs
set_output_delay [expr $clk_period * $clk_io_pct] -clock clk0 [all_outputs]
--- /design/flow/design.v ---
module register_file (
    input clk,reg_we,
    input [4:0] rs1_addr, rs2_addr, 
    input [4:0] w_addr,
    input [31:0] w_data,
    output wire [31:0] rs1_data, rs2_data
);
    reg [31:0] mem [0:31];
    initial mem[0] = 32'd0;
    always @(posedge clk) begin
        if (reg_we == 1'b1 && w_addr != 5'd0) begin
            mem[w_addr] <= w_data;
        end
    end
    assign rs1_data = mem[rs1_addr];
    assign rs2_data = mem[rs2_addr];
endmodule
==> notes.md <==
Entry: Yosys synthesis followed by OpenROAD place and route.

Placed design:
- The run gives the area of placed instances as 0.05304 mm².
- The run gives the routability-driven placement congestion ratio as 0.8729.
- The run gives the number of input and output port buffers inserted as 112.
- Note, the detailed placer reported a final HPWL of 87,290 µm.
- Counting tap cells, the placed design contains a total of 5,600 instances.

Synthesis:
- Ranked by total cell area, the synthesized netlist is headed by edfxtp_1 (63%), mux2i_1 (21%), a22oi_1 (3.0%).
- Per the synthesis report, the dominant area consumer among library cells is edfxtp_1.
- The run gives the area fraction of the dominant cell type after synthesis as 63.07%.
- The run gives the share of synthesized area spent on multiplexers as 21.02%.
- For this run, the number of Yosys warnings is 1.
- The run puts the area fraction in and, or, nand and nor cells after synthesis at 4.709%.
- The synthesized design contains 1,024 register bits.
- The run puts the count of unique library cells instantiated by Yosys at 24.
- The run gives the synthesized chip area reported by yosys as 0.04876 mm².
- The run gives the dominant non-sequential cell family after synthesis as multiplexers.
- Per the synthesis report, the XOR/XNOR share of the synthesized area is 0%.
- The run puts the fraction of the yosys area taken by sequential cells at 63.07%.
- Of the total synthesized cell area, the portion taken by AND-OR and OR-AND cells is 8.048%.
- In this run the cell area of the synthesized design comes to 0.04876 mm².
- The run gives the fraction of the mapped netlist area in adder cells as 0%.
- Per the post-synthesis stats, the area per cell is 14.40 µm².
- The run puts the post-synthesis cell count from yosys at 3,386.
- The run puts the count of mapped cells out of synthesis at 3,386.

Final layout:
- The run puts the total non-filler cell area in the finished layout at 0.05628 mm².
- Per the run report, area growth between synthesis and finish was 15.43%.
- The register with the most flip-flops in the layout has 1,024 of them.
- The top cell types in the final layout, fill and taps aside, are mux2i_1 (1,024), edfxtp_1 (1,024), nand3_1 (194).
- The run puts the number of standard cells in the final layout excluding fillers at 5,789.
- The run puts the share of post-route cells with drive strength above 1 at 9.705%.
- The largest registers in the layout are mem (1024).
- Ranked by flip-flop count, first place goes to mem.

Global routing:
- The run gives the overall overflow remaining after global route as 0.
- The run puts the number of antenna violations at the first check in global routing at 11.
- The number of global-route vias before repair is 32,070.
- The run puts the wire length of the first global-routing pass at 217,700 µm.
- The run gives the total global routing track utilization as 19.42%.
- The run gives the largest net degree at the start of global routing as 92.

Clock network:
- CTS reports a maximum clock tree buffer depth of 3.
- The H-tree was split into 3 levels.
- The run gives the CTS tree as built.
- Post-CTS timing repair inserted 0 buffers for setup.
- The run gives the number of clock sinks as 1,024.
- The run gives the clock root buffer as clkbuf_16.
- The run gives the clock transition at the register clock pins on the worst setup and hold paths after CTS as 0.06 ns.
- Post-CTS repair changed the size of 0 cells.
- In this run, post-CTS hold repair placed 0 buffers.
- The run puts the number of buffers created by CTS at 102.

Setup path:
- The worst setup path is of the in -> out kind.
- Per STA, the library cell used most along the worst path is clkdlybuf4s50_1.
- The run gives the cell class contributing the biggest share of worst-path delay as buffers and inverters.
- Traced cell by cell, the critical path runs through clkdlybuf4s50_1, nor2b_4, buf_4, a22o_1, nor3_1, a31oi_1, nand3_1, clkdlybuf4s50_1.
- STA classifies the critical path startpoint as a primary input.
- STA classifies the critical path endpoint as a primary output.
- The run gives the arrival time at the worst endpoint as 4.20 ns.
- The run puts the required time at the endpoint of the critical path at 4.80 ns.
- Per the post-run analysis, buffers plus inverters along the critical path come to 3.
- Per the STA report, the cell with the highest stage delay on the worst path is clkdlybuf4s50_1.
- The run gives the largest fanout on the critical path as 39.
- The run gives the stage delay of the slowest cell on the critical path as 0.75 ns.

Worst hold path:
- The endpoint of the worst hold path is reported as mem[10][19].
- The run gives the worst hold path stage count as 2.
- The run gives the type of the tightest min-delay check as in -> reg.
- For the worst min-delay path, the startpoint reported by OpenROAD is w_data[19].

Routing:
- The run gives the total DRC errors in the routed layout as 0.
- The detailed router finished its first iteration with 1,967 violations.
- The run gives the routed via count divided by cell count as 5.305.
- The iteration count recorded for the first detailed-route pass is 5.
- The run puts the routed wire length per instance at 26.25 µm.
- The run puts the routed wire length at 152,000 µm.
- The run puts the routed via count at 30,710.
- The run gives the remaining antenna violation count after routing as 0.

Job:
- The run puts the number of max-cap violations at 0.
- The run puts the total number of warnings across the stage logs at 26.

Floorplan:
- The run puts the floorplan utilization at 30.30%.
- The run gives the area of the placeable core as 0.1609 mm².
- The run puts the chip area at 0.1641 mm².
- The floorplan report gives the top-level pin count as 113.
- The run puts the standard-cell row count at 147.
- According to the floorplan report, the die height is 405.1 µm.
- The run gives the die outline width as 405.1 µm.

STA:
- In the final report, the number of pins over their slew limit comes to 0.
- The run gives the achievable frequency as 0.1852 GHz.
- The run puts the number of failing hold endpoints at the final stage at 0.
- The run gives the minimum clock period after layout as 5.401 ns.
- Setup repair after global routing left no endpoint under its margin.
- The transition time recorded at the tightest slew-check pin is 0.9502 ns.
- The run puts the relative slew slack at 36.46%.
- The run puts the accumulated negative setup slack at 0 ns.
- The run puts the hold slack at 1.306 ns.
- The run puts the total of endpoints with negative setup slack in the final report at 0.
- In the finished design, the share of the clock period the worst path needs comes to 90.01%.

Pwr:
- The run gives the sequential fraction of design power as 50.7%.
- The run puts the highest ir drop seen on vdd at 0.0002232 V.
- For this design the static power due to leakage is 0.02043 µW.
- The run gives the switching part of the total as 23.36%.
- The run puts the combinational cell fraction of total power at 9.5%.
- The power report lists cell-internal power as 12,120 µW.
- Total power normalized to cell area comes to 280.9 mW/mm².
- Summed over all nets, the switching power comes to 3692 µW.
- The run gives the clock share of power as 39.7%.

Outcome:
- The run finished with clean final reports.
-- layer usage --
metal | track usage (%) | part of all wire, % | up-vias
li1 | - | - | 13690
met1 | 23.38 | 36 | 15090
met2 | 29.35 | 46 | 1624
met3 | 12.31 | 14 | 285
met4 | 5.037 | 3.1 | 22
met5 | 0.6244 | 0.15 | -
-- power groups by stage --
stage / sequential [µW] / combinational [µW] / clock [µW]
global route: 8030 / 1610 / 6620
CTS: 8020 / 1510 / 6380
finish: 8020 / 1510 / 6280
-- final cells by class --
| type | instances | area, µm² |
|---|---|---|
| clock buffer | 127 | 2646 |
| antenna | 2 | 5.005 |
| tap | 2160 | 2703 |
| timing repair buffer | 276 | 2700 |
| multi-input combinational | 2140 | 16890 |
| sequential | 1024 | 30750 |
| fill | 15110 | 104700 |
| clock inverter | 60 | 590.6 |
-- cells by family (layout without fill, tap and decap cells) --
logic type             Yosys count  count (layout)
flip-flops                    1024            1024
other                            1              34
AND/OR/NAND/NOR                508             508
AND-OR/OR-AND                  576             576
multiplexers                  1024            1024
buffers and inverters          253             463
-- metrics by stage --
step	setup WS [ns]	utilization (%)	total power, µW
after floorplan	2.380	-	8996
after global placement	0.5388	32.96	9667
after detailed placement	0.5760	32.96	9674
after CTS	0.5816	34.97	15900
after global routing	0.4663	34.97	16250
final	0.5995	34.97	15810
-- synthesized netlist by cell type, drive strengths merged --
master and count:
edfxtp 1024, mux2i 1024, nand2 195, nand3 194, a21oi 192, a22oi 192
buf 167, a22o 128, clkbuf 86, a31oi 64, nor3 64, nor2 34
nand3b 5, nand2b 4, nor2b 4, or3b 3, and2 2, or2 2
conb 1, or3 1
-- worst max path at each step --
| stage | startpoint | slack [ns] | end | cells after the start |
|---|---|---|---|---|
| final | rs2_addr[2] | 0.60 | rs2_data[26] | 8 |
| after global routing | rs2_addr[2] | 0.47 | rs2_data[26] | 8 |
| after CTS | rs2_addr[2] | 0.58 | rs2_data[26] | 8 |
Power and IR drop assume default switching activity.
